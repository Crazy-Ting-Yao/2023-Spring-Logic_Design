## flow/run.sh

```bash
#!/bin/bash
# OpenROAD 26Q1-2900-gdf79404cd8, Yosys 0.63+post, stock flow scripts
make -C /OpenROAD-flow-scripts/flow DESIGN_CONFIG=/design/flow/config.mk WORK_HOME=/design/flow/orfs finish
```

## flow/config.mk

```make
export PLATFORM = sky130hd
export DESIGN_NAME = Multiplier
export DESIGN_NICKNAME = Multiplier
export VERILOG_FILES = /design/flow/design.v
export SDC_FILE = /design/flow/constraint.sdc
export NUM_CORES = 4
export LEC_CHECK = 1
export CORE_AREA = 10 10 70 70
export DIE_AREA = 0 0 80 80
```

## flow/constraint.sdc

```tcl
current_design Multiplier

set clk_period 3.4
set clk_io_pct 0.2

create_clock -name clk0 -period $clk_period

set non_clock_inputs [all_inputs -no_clocks]
set_input_delay [expr $clk_period * $clk_io_pct] -clock clk0 $non_clock_inputs
set_output_delay [expr $clk_period * $clk_io_pct] -clock clk0 [all_outputs]
```

## flow/design.v

```verilog
module HalfAdder(s, c, a, b);
    input a,b;
    output s, c;
    xor XOR1(s, a, b);
    and AND1(c, a, b);
endmodule
module two_two_Multi(out, a, b);
    input [1:0] a;
    input [1:0] b;
    output [3:0] out;
    wire A0B1, A1B0, A1B1, C;
    and AND_OUT0(out[0], a[0], b[0]);
    and AND_A0B1(A0B1, a[0], b[1]);
    and AND_A1B0(A1B0, a[1], b[0]);
    and AND_A1B1(A1B1, a[1], b[1]);
    HalfAdder ha1(out[1], C, A0B1, A1B0);
    HalfAdder ha2(out[2], out[3], C, A1B1); 
endmodule
module CLA(a, b, s, cin, cout);
    input [3:0]a;
    input [3:0]b;
    input cin;
    output [3:0]s; 
    output cout;
    wire G0, G1, G2, G3, P0, P1, P2, P3;
    wire C1, C2, C3, cout;
    xor XOR_P0(P0, a[0], b[0]);
    xor XOR_P1(P1, a[1], b[1]);
    xor XOR_P2(P2, a[2], b[2]);
    xor XOR_P3(P3, a[3], b[3]);
    and AND_G0(G0, a[0], b[0]);
    and AND_G1(G1, a[1], b[1]);
    and AND_G2(G2, a[2], b[2]);
    and AND_G3(G3, a[3], b[3]);    
    assign C1 = G0 | (P0 & cin);
    assign C2 = G1 | (P1 & C1);
    assign C3 = G2 | (P2 & C2);
    assign cout = G3 | (P3 & C3);
    xor XOR_S0(s[0], cin, P0);
    xor XOR_S1(s[1], C1,  P1);
    xor XOR_S2(s[2], C2,  P2);
    xor XOR_S3(s[3], C3,  P3);   
endmodule
module Multiplier(out, in1, in2);
    input [5:0] in1;
    input [1:0] in2;
    output [7:0] out;
    wire [3:0]f;
    wire [3:0]g;
    wire [3:0]h; 
    two_two_Multi TT1(f, in1[1:0], in2);
    two_two_Multi TT2(g, in1[3:2], in2);
    two_two_Multi TT3(h, in1[5:4], in2);
    wire [3:0]T1 = {g[1:0],2'b00};
    wire [3:0]T2 = {2'b00,g[3:2]};
    wire carry0, carry1, carry2;
    assign carry0 = 0;
    CLA CLA1(T1, f, out[3:0], carry0, carry1);
    CLA CLA2(T2, h, out[7:4], carry1, carry2);
endmodule
```

==> reports/metrics.yaml <==
status: "finished with violations"
violations: "setup timing"
ir_worst_vdd_mv: 0.0147
synth_top_area_share: 0.278
critPathMaxFanout: 3
synth.distinct_cells: 6
drive_gt1_frac: 0.420
synthSimpleGateAreaFrac: 0.252
seq_area_sq_um: 0
route.vias.total: 267
path_cells: "buf_8 > and2_4 > ha_4 > ha_4 > ha_4 > inv_2 > fa_2 > fa_2 > fa_2 > inv_2 > fa_2 > buf_2"
synthesis.area_sq_um: 288
overflow: 0
core_region_area_sq_um: 3420
p_per_area_nw_per_um2: 99.1
fp.dieArea_sq_um: 6400
cp_common_cell: "fa_2"
drv_slew: 0
drt-total-wl_um: 807
vias_per_cell: 2.78
track_usage: 0.0255
antenna_found_initial: 0
synth_area_leader_cell: "fa_1"
cp_slowest_cell: "fa_2"
die_h_um: 80
grt_pass1_wl_um: 1350
power.leakage_nw: 0.235
n_antenna_cell: 0
hold_path_class: "input pin to output port"
max_freq_ghz: 0.264
grt_pass1_vias: 294
syn_inst: 35
ys_cells: 35
drtPass1Iterations: 2
whs_path_depth: 5
yosys-stat-area_sq_um: 288
topCellsByArea: "fa_1 28%, ha_1 26%, and2_1 24%"
dp_hpwl_um: 704
logic_family: "adder cells"
initCoreUtil: 0.0842
cp_top_family: "adder cells"
finalSetupViolCount: 3
slew_headroom: 0.926
grt_max_degree: 6
drc: 0
adder_share: 0.539
path_buffers: 4
warnings: 35
area_delta_synth_final_pct: 84.8
crit_arrival_ns: 3.11
syn_area_per_cell_sq_um: 8.22
worst_slew_pin_slew_ns: 0.111
period_used_share: 1.11
finalHoldViolCount: 0
cap_viol_max_count: 0
min_to: "out[7]"
io_buffers: 16
setup_slack_ns: -0.390
mux_share: 0
aoi_share: 0
cp_slowest_stage_delay_ns: 0.41
ys_sh_xor: 0
crit_required_ns: 2.72
stdcell_count: 96
critPathLaunchType: "input pin"
worstSetupPathType: "input pin to output port"
rows: 21
io_pins: 16
place_ws_ns: -1.15
synth_seq_share: 0
n_sequential_cell: 0
n_fill_cell: 393
fin_crit_ns: 3.79
fin_util: 0.156
dr.first_iter.drc_count: 2
clkbuf_count: 0
min_from: "in2[1]"
cts_hold_buffers: 0
yosys_warnings: 0
die_x_um: 80
rsz0062_at_grt: "yes"
dpl.cell_count: 94
setup.worst_path.end_class: "output port"
ant_nets: 0
wl_per_cell_um: 8.41
gp_congestion: 0.727
## layout by cell type, fill, tap and decap left out
cell type	instances
and2_1	9
inv_1	7
clkdlybuf4s50_1	6
buf_2	5
fa_2	4
inv_2	3
ha_1	3
ha_4	3
dlygate4sd2_1	3
and2_4	2
buf_8	2
buf_4	2
nand2_1	1
## cells in the mapped netlist
master and count:
buf_4 3, fa_1 4, and2_1 11, nand2_1 1, inv_1 10, ha_1 6
## cell families (layout without fill, tap and decap cells)
group	count (synthesis)	count (layout)
and+or+nand+nor	12	12
adders and majority gates	10	10
buffers and inverters	13	28
## worst max-delay path by stage
stage	slack (ns)	from	cells past startpoint	end
after CTS	-0.48	in2[1]	12	out[6]
after global routing	-0.45	in2[1]	12	out[6]
final	-0.39	in2[1]	12	out[6]
## routing by layer
layer / GRT usage / routed length [um]
met3: 0.00114 / 4
met5: 0 / 0
met4: 0.0106 / 35
met2: 0.0554 / 497
met1: 0.0227 / 270
## what timing repair did
item                       in CTS  in global routing
buffers inserted                2                  0
pin swaps                      12                  5
gates resized                  35                  1
cloned                          0                  0
setup endpoints to repair       5                  3
## where the power goes
part           internal [mW]  total, mW  switching, mW
logic                 0.0338     0.0527         0.0188
clock network              0          0              0
registers                  0          0              0
## area by class of cell
| type | count | area [sq um] | share of cell area |
|---|---|---|---|
| multi-input cells | 22 | 280 | 0.527 |
| repair buffers | 18 | 156 | 0.294 |
| well taps | 46 | 57.6 | 0.108 |
| inverters | 10 | 37.5 | 0.0706 |
## metrics by stage
stage          hold WS, ns  TNS, ns  area [sq um]  power, mW
6_report              1.97   -0.605           532     0.0527
5_1_grt               2.01   -0.787           532     0.0610
4_1_cts               1.98   -0.869           532     0.0540
3_5_place_dp          2.35    -3.80           533     0.0571
3_3_place_gp          2.35    -3.66           533     0.0564
2_1_floorplan         1.54  -0.0705           338     0.0249
No activity file was given, so power comes from the tool's default toggle rates.
